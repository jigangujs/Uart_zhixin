`flow/config.mk`:
```
export PLATFORM = sky130hd
export DESIGN_NAME = Uart_top
export DESIGN_NICKNAME = Uart_top
export VERILOG_FILES = /design/flow/design.v
export SDC_FILE = /design/flow/constraint.sdc
export NUM_CORES = 4
export LEC_CHECK = 1
export CORE_UTILIZATION = 50
```
`flow/constraint.sdc`:
```
current_design Uart_top

set clk_period 2.7
set clk_io_pct 0.2

create_clock -name clk0 -period $clk_period [get_ports {clk}]

set non_clock_inputs [all_inputs -no_clocks]
set_input_delay [expr $clk_period * $clk_io_pct] -clock clk0 $non_clock_inputs
set_output_delay [expr $clk_period * $clk_io_pct] -clock clk0 [all_outputs]
```
`flow/design.v`:
```
module		Bps_select(
	input					clk,													 
	input					rst_n,													 
	input					en,														 
	output		reg			sel_data,												 
	output		reg	[3:0]	num													 
);
	parameter		bps_div	=	13'd5207,										 
					bps_div2	=	13'd2603;
	reg		flag;
always	@(posedge	clk	or	negedge	rst_n)
	if(!rst_n)
		flag	<=	0;
	else
		if(en)
			flag	<=	1;
		else
			if(num	==	4'd10)														 
				flag	<=	0;
	reg		[12:0]		cnt;
always	@(posedge	clk	or	negedge	rst_n)
	if(!rst_n)
		cnt		<=		13'd0;
	else
		if(flag	&&	cnt	<	bps_div)
			cnt		<=		cnt		+	1'b1;
		else
			cnt		<=		13'd0;
always	@(posedge	clk	or	negedge	rst_n)
	if(!rst_n)
		num	<=		4'd0;
	else
		if(flag	&&	sel_data)
			num		<=		num	+1'b1;
		else
			if(num	==	4'd10)
				num		<=		1'd0;
always	@(posedge	clk	or	negedge	rst_n)
	if(!rst_n)
		sel_data	<=		1'b0;
	else
		if(cnt	==	bps_div2)												 
			sel_data	<=	1'b1;
		else
			sel_data	<=	1'b0;
endmodule
module		Uart_rx(
	input					clk,																	 
	input					rst_n,																	 
	input					rs232_rx,																 
	input		[3:0]		num,																	 
	input					sel_data,																 
	output					rx_en,																	 
	output	reg				tx_en,																	 
	output	reg	[7:0]		rx_data																 
);
	reg		in_1,in_2;
always	@(posedge	clk	or	negedge	rst_n)
	if(!rst_n)
		begin
			in_1	<=		1'b1;
			in_2	<=		1'b1;
		end
	else
		begin
			in_1	<=		rs232_rx;
			in_2	<=		in_1;
		end
assign		rx_en	=	in_2	&	(~in_1);														 
	reg		[7:0]	rx_data_r;												 
always	@(posedge	clk	or	negedge	rst_n)
	if(!rst_n)
		begin
			rx_data_r	<=		8'd0;
			rx_data	<=		8'd0;
		end
	else
		if(sel_data)
			case(num)
				0:									;						 
				1:	rx_data_r[0]	<=		rs232_rx;						 
				2:	rx_data_r[1]	<=		rs232_rx;
				3:	rx_data_r[2]	<=		rs232_rx;
				4:	rx_data_r[3]	<=		rs232_rx;
				5:	rx_data_r[4]	<=		rs232_rx;
				6:	rx_data_r[5]	<=		rs232_rx;
				7:	rx_data_r[6]	<=		rs232_rx;
				8:	rx_data_r[7]	<=		rs232_rx;
				9:	rx_data		<=		rx_data_r;						 
				default:							;						 
			endcase
always	@(posedge	clk	or	negedge	rst_n)
	if(!rst_n)
		tx_en	<=		0;
	else
		if(num	==	4'd9	&&	sel_data)									 
			tx_en	<=		1;
		else
			tx_en	<=		0;
endmodule
module	Uart_top(
	input				clk,
	input				rst_n,
	input				rs232_rx,
	output				rs232_tx
);
	wire				rx_en;
	wire				sel_data,sel_data_rx,sel_data_tx;
	wire				tx_en;
	wire	[3:0]		num,num_rx,num_tx;
	wire	[7:0]		rx_data;
Bps_select		Bps_rx(
	.clk						(clk),				 
	.rst_n						(rst_n),				 
	.en							(rx_en),			 
	.sel_data					(sel_data_rx),		 
	.num						(num_rx)			 
);	
Uart_rx		Uart_rx_inst(						 
	.clk							(clk),
	.rst_n							(rst_n),
	.rs232_rx						(rs232_rx),
	.num							(num_rx),
	.sel_data						(sel_data_rx),
	.rx_en							(rx_en),
	.tx_en							(tx_en),
	.rx_data						(rx_data)
);
Bps_select		Bps_tx(
	.clk						(clk),				 
	.rst_n						(rst_n),				 
	.en							(tx_en),			 
	.sel_data					(sel_data_tx),		 
	.num						(num_tx)			 
);	
Uart_tx		Uart_tx_inst(						 
	.clk						(clk),
	.rst_n						(rst_n),
	.num						(num_tx),
	.sel_data					(sel_data_tx),
	.rx_data					(rx_data),
	.rs232_tx					(rs232_tx)
);
endmodule
module	Uart_tx(
	input					clk,
	input					rst_n,
	input		[3:0]		num,											 
	input					sel_data,										 
	input		[7:0]		rx_data,
	output	reg				rs232_tx
);
always	@(posedge	clk	or	negedge	rst_n)
	if(!rst_n)
		rs232_tx	<=		1'b1;
	else
		if(sel_data)														 
			case(num)														 
				0:	rs232_tx	<=		1'b0;								 
				1:	rs232_tx	<=		rx_data[0];
				2:	rs232_tx	<=		rx_data[1];
				3:	rs232_tx	<=		rx_data[2];
				4:	rs232_tx	<=		rx_data[3];
				5:	rs232_tx	<=		rx_data[4];
				6:	rs232_tx	<=		rx_data[5];
				7:	rs232_tx	<=		rx_data[6];
				8:	rs232_tx	<=		rx_data[7];
				9:	rs232_tx	<=		1'b1;								 
				default:	rs232_tx	<=		1'b1;					 
			endcase
endmodule
```
`flow/run.sh`:
```
#!/bin/bash
# OpenROAD 26Q1-2900-gdf79404cd8, Yosys 0.63+post, stock flow scripts
make -C /OpenROAD-flow-scripts/flow DESIGN_CONFIG=/design/flow/config.mk WORK_HOME=/design/flow/orfs finish
```
==> summary.txt <==
The layout was made with Yosys and OpenROAD.

The later pin in the worst-skew pair is clocked with a latency of 0.34 ns. The final period demand of the worst path is 1.85 ns. The total grt overflow is 0. The number of iterations in the first detailed-routing pass is 4.

Clock skew on the completed layout was measured at 0.00460 ns. Dividing the final minimum period by the clock period gives 0.685. Port buffering added 3 buffers. The cell type that accounts for the most area after synthesis is dfrtp_1. For this block, the initial DRC count from the detailed router was 71. The post-synthesis to final-layout area growth is 9.39%.

0 antenna diodes ended up in the layout. Routability-driven placement finished with a final weighted congestion of 0.831. The number of antenna violations at the first check in global routing is 0.

The most common logic cell in the final layout is dfrtp_1. The top cell types in the final layout, fill and taps aside, are 55 x dfrtp_1, 39 x nor2_1, 28 x nand2_1. The TritonCTS buffer count is 9.

The total core area is 5240 µm². The final max-slew violation count recorded for this run is 0. Per the synthesis report, the adder-cell share of the synthesized area is 0.0447. The run finished with clean final reports. Including well taps, the total number of placed cells is 338. The logs give a warning total of 31. The number of standard cells after synthesis is 270.

The critical-path maximum fanout is 2. The H-tree depth is 3. The number of enable-type register cells in the synthesized netlist is 0. The worst-case clock buffer depth is 2. The detailed router reported a total wirelength of 4.77 mm. For this run, design rule violations remaining after detail routing come to 0. The max-slew check reports its worst relative slack as 0.512. Detailed placement reports a standard cell area of 2880 µm². In this run, post-CTS repair resized a total of 0 instances. The critical path required time is 2.16 ns. The number of max-capacitance violations reported is 0.

The count of cell types in the netlist is 43. The mapped netlist covers 2800 µm². The endpoint class of the critical path is a primary output. 4 I/O pins were placed. The fraction of synthesis flops using an asynchronous set or reset pin is 1.00. The synthesis report lists the most area-consuming cells as dfrtp_1 49%, mux2_2 6.4%, xnor2_1 5.3%, nor2_1 5.2%, ha_1 4.5%. The nature of the critical path startpoint is a flop. The detail route stage leaves a number of antenna-violating nets equal to 0.

The number of cells reported by Yosys stat comes to 270. The vias after detailed routing is 1861. At the worst endpoint, the arrival time is 1.31 ns. Dividing the detail-routed wire length by the instance count gives 13.5 µm. Setup repair after global routing left no endpoint under its margin.

The startpoint-to-endpoint class of the critical path is reg -> out. The post-route non-filler standard cell count is 354. The die outline height is 76.8 µm. The worst ir drop on vdd is 0.391 mV. Based on the critical path, the design can be clocked at up to 0.540 GHz. The floorplan has 26 rows. The area share of xor/xnor cells in the synthesized design is 0.0689.

The prevailing logic family in the synthesized netlist is simple AND/OR/NAND/NOR gates. The placed wire-length estimate after detailed placement is 3.13 mm. In the routed layout, each cell is associated on average with a via count of 5.26.

The pin closest to its max-slew limit shows a slew of 0.733 ns. The static leakage is 1.29 nW. Looking at the post-CTS report, the setup buffer insertion count equals 0.

The register bit total from synthesis is 58. Per the post-CTS timing run, clock transition at the registers of the reported paths is 0.06 ns. The signal on the critical path passes through clkdlybuf4s50_1. The standard cell with the maximum stage delay on the critical path is dfstp_2. The post-synth area from yosys stat is 2800 µm². Entering global routing, the biggest net connects 35 pins. The top cell family by delay on the critical path is flip-flops.

The top-area cell type share of the netlist area is 0.492. The tree built by TritonCTS fans out to 58 sinks. The mean area per synthesized cell is 10.4 µm².

Adding up every negative setup slack in the final design gives 0 ns. The final core utilization is 0.584. The first-pass GRT wire length is 8.62 mm.

From the final report, the count of setup violators was given as 0. Logged for this run, the post-placement worst setup slack is 1.13 ns. The final timing report gives a worst setup slack of 0.849 ns. The die footprint is 5900 µm².

The simple-gate share of the synthesized area is 0.199. The TritonCTS clock tree is yes. The mux share of post-synthesis cell area is 0.0716.

The Yosys warning count is 3. Across every metal layer, demand over resource in global routing totals 0.189. The number of global-route vias before repair was 1857. The share of the Yosys chip area taken by registers is 0.520. The number of hold-repair buffers added at the cts stage is 0. Of the total synthesized cell area, the portion taken by AND-OR and OR-AND cells is 0.0617. The critical path's largest stage delay is 0.53 ns. The hold violation count in the final report is 0. After routing the design area is 3060 µm². The type of the worst min-delay path is in -> async. Along the critical path, the tally of buffer and inverter instances is 1. The initial core utilization is 0.534.

The die extent in x is 76.8 µm. The tree is rooted in a clkbuf_8. The script computed a power per unit cell area of 634 nW/µm².

Per the final layout report, the fraction of cells sized above drive strength 1 comes to 0.141. The most used flip-flop cell after synthesis is dfrtp_1.
where the power goes:
part	internal [mW]	switching [mW]	leakage, nW
Combinational	0.0837	0.0939	0.440
Sequential	0.930	0.0825	0.763
Clock	0.424	0.326	0.0914
Total	1.44	0.503	1.29
registers in the layout (all words and copies together) (netlist names), 4 cells and up:
name                    count
Bps_rx.cnt                 13
Bps_rx.num                  4
Bps_tx.cnt                 13
Bps_tx.num                  4
Uart_rx_inst.rx_data        8
Uart_rx_inst.rx_data_r      8
cell families (layout without fill, tap and decap cells):
family	Yosys count	in the layout
compound gates	24	24
simple gates	117	117
mux	18	18
flops	58	58
fa+ha+maj	10	10
buf+inv	21	35
xor+xnor	22	22
routing by layer:
metal / global-route usage / wire length [µm]
met2: 0.266 / 2040
met1: 0.315 / 2490
met5: 0 / 0
met3: 0.0459 / 182
met4: 0.0288 / 55
area by class of cell:
| cell class | instances | area, µm² |
|---|---|---|
| multi-input combinational | 191 | 1250 |
| inverter | 14 | 52.6 |
| clock buffer | 13 | 139 |
| fill | 443 | 2180 |
| sequential | 58 | 1460 |
| timing repair buffer | 5 | 40.0 |
| tap | 70 | 87.6 |
| clock inverter | 3 | 40.0 |
cell usage after synthesis, types with 2 or more instances:
master,instances
a21oi_1,4
a31oi_1,4
buf_6,2
clkbuf_1,3
dfrtp_1,55
dfstp_2,3
ha_1,10
inv_1,14
mux2_2,16
mux2i_1,2
nand2_1,28
nand3_1,20
nand3b_1,2
nand4_1,5
nor2_1,39
nor2b_1,2
nor3_1,5
nor4_1,6
nor4b_1,2
o21ai_0,5
xnor2_1,17
xor2_1,5
through the flow:
step	hold WS, ns	power (mW)
2_1_floorplan	0.244	1.16
3_3_place_gp	0.357	1.20
3_5_place_dp	0.358	1.21
4_1_cts	0.300	1.96
5_1_grt	0.308	2.05
6_report	0.261	1.94
path summary, 6_finish.rpt:
path	cells after the start	start	endpoint	slack, ns
hold / removal	1	rst_n	Bps_tx.num[3]	0.26
hold reg to reg	0	Uart_rx_inst.in_1	Uart_rx_inst.in_2	0.37
max in group asynchronous	2	rst_n	Uart_rx_inst.rx_data[3]	1.77
min in group clk0	0	Uart_rx_inst.in_1	Uart_rx_inst.in_2	0.37
setup reg to reg	4	Bps_rx.cnt[9]	Bps_rx.cnt[6]	1.14
setup / recovery	1	Uart_tx_inst.rs232_tx	rs232_tx	0.85
Power is estimated from default activity; no workload was simulated.
